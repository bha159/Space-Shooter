<file path="design/flow/run.sh">
#!/bin/bash
# OpenROAD 26Q1-2900-gdf79404cd8, Yosys 0.63+post, stock flow scripts
make -C /OpenROAD-flow-scripts/flow DESIGN_CONFIG=/design/flow/config.mk WORK_HOME=/design/flow/orfs finish
</file>
<file path="design/flow/config.mk">
export PLATFORM = sky130hd
export DESIGN_NAME = space
export DESIGN_NICKNAME = space
export VERILOG_FILES = /design/flow/design.v
export SDC_FILE = /design/flow/constraint.sdc
export NUM_CORES = 4
export LEC_CHECK = 1
export CORE_UTILIZATION = 30
</file>
<file path="design/flow/constraint.sdc">
current_design space

set clk_period 4.1
set clk_io_pct 0.2

create_clock -name clk0 -period $clk_period [get_ports {clk}]

set non_clock_inputs [all_inputs -no_clocks]
set_input_delay [expr $clk_period * $clk_io_pct] -clock clk0 $non_clock_inputs
set_output_delay [expr $clk_period * $clk_io_pct] -clock clk0 [all_outputs]
</file>
<file path="design/flow/design.v">
module obs
#(parameter N1=15, parameter LOWER_LIMIT = 475)
(
	input wire video_on,
    input wire reset,
    input clk,
    input wire [10:0] pix_x, pix_y,
    input wire [10:0] x1, x2, y1, y2,
    output reg [2:0] rgb,
    output wire obs_on,
    input wire [10:0] bull_x, bull_y,
    output wire obs_state,
    output wire crossed
);
    localparam MAX_X = 640;
    localparam MAX_Y = 480;
    localparam OBS_V = 1;
    localparam START = 0;
    localparam on = 1'b1, off = 1'b0;   
    localparam N = N1;   
    wire obs;
    wire [2:0] obsrgb;
    reg next, ps;
    wire col;
    reg [N-1:0] obs_y_reg, obs_y_next;  
    wire frame_tick;
    wire [10:0] y1n, y2n;
    reg [3:0] count, count_next;
    assign frame_tick = (pix_y==11'd481) && (pix_x==11'd0);
    assign y1n = y1 + obs_y_reg[N-1:N-11];  
    assign y2n = y2 + obs_y_reg[N-1:N-11];  
    assign obs = (x1<=pix_x) && (pix_x<=x2) && (y1n<=pix_y) && (pix_y<=y2n);
    assign obsrgb = 3'b111;
    assign col = (x1<bull_x) && (bull_x<x2) && (y1n<bull_y) && (bull_y<y2n);
    assign obs_on = obs & ps;
    always @(posedge clk)
    begin
        if(reset)
            obs_y_reg <= START;
        else
            obs_y_reg <= obs_y_next;
    end
    always @(*)
    begin
        if (frame_tick & (ps == on))   
        begin
            obs_y_next = obs_y_reg + OBS_V;
        end
        else
            obs_y_next = obs_y_reg;
    end
    always @(posedge clk)
    begin
    if(reset)
        ps <= on;
    else
        ps <= next;
    end
    always @(*)
    begin
        next = ps;
        case(ps)
        on: if(col)
                next = off;
        off: next = off;
        endcase
    end
    always @*
    	if(~video_on)
    		rgb = 3'b000;
    	else if(obs)
    			rgb = obsrgb;
    		 else
    		 	rgb = 3'b000;
    assign obs_state = ps;
    assign crossed = (y2n >= LOWER_LIMIT);  
endmodule
module reset_gen
(
	input wire clk,
	output reg reset_soft);
	reg [50:0] count;
	wire [50:0] count_next;
	always @(posedge clk)
	begin
		count <= count_next;
	end
	assign count_next = count + 1;
	always @(*)
		case(count)
			50'b0: reset_soft = 1;
			50'b1: reset_soft = 1;
			50'b11: reset_soft = 1;
			default: reset_soft = 0;
		endcase
endmodule
module space
(
	input wire clk, reset,
	input wire led1, led2, led3,
	output wire hsync, vsync,
	output wire [2:0] rgb,
	output reg [7:0] leds
	);
	wire [10:0] pixel_x, pixel_y;
	wire pixel_tick, video_on;
	reg [2:0] rgb_reg;
	reg [2:0] rgb_next;
	wire [2:0] rgb_wall, rgb_obs, rgb_obs1, rgb_obs2, rgb_obs3, rgb_obs4, rgb_obs5, rgb_obs6, rgb_obs7;
	wire wall_on, obs_on, obs_on1, obs_on2, obs_on3, obs_on4, obs_on5, obs_on6, obs_on7;
	wire reset_n;
	wire reset_soft;
	wire [10:0] bull_x, bull_y;
	wire gamewin;
	wire [0:7] obs_state;  
	wire gameover;
	wire [0:7] game_state;
    wire [0:7] crossed;
	reset_gen rese
	(.clk(clk), .reset_soft(reset_soft));
	sync vga
	(.clk(clk), .reset(reset_n), .h_sync(hsync), .v_sync(vsync), .video_on(video_on), .p_tick(pixel_tick), .pixel_x(pixel_x), .pixel_y(pixel_y));
	wall wallins
	(.video_on(video_on), .pix_x(pixel_x), .pix_y(pixel_y), .rgb(rgb_wall), .ledleft(led2), .ledright(led1), .reset(reset_n), .clk(clk), .fire(led3), .wall_on(wall_on), .bull_x_reg1(bull_x), .bull_y_reg1(bull_y));
	obs #(.N1(13)) obst1
	(.crossed(crossed[0]), .obs_state(obs_state[0]), .video_on(video_on), .reset(reset_n), .clk(clk), .pix_x(pixel_x), .pix_y(pixel_y), .x1(20), .y1(20), .x2(80), .y2(40), .rgb(rgb_obs), .obs_on(obs_on), .bull_x(bull_x), .bull_y(bull_y));
	obs #(.N1(14)) obst2
	(.crossed(crossed[1]), .obs_state(obs_state[1]), .video_on(video_on), .reset(reset_n), .clk(clk), .pix_x(pixel_x), .pix_y(pixel_y), .x1(100), .y1(20), .x2(160), .y2(40), .rgb(rgb_obs1), .obs_on(obs_on1), .bull_x(bull_x), .bull_y(bull_y));
	obs #(.N1(15)) obst3
	(.crossed(crossed[2]), .obs_state(obs_state[2]), .video_on(video_on), .reset(reset_n), .clk(clk), .pix_x(pixel_x), .pix_y(pixel_y), .x1(180), .y1(20), .x2(240), .y2(40), .rgb(rgb_obs2), .obs_on(obs_on2), .bull_x(bull_x), .bull_y(bull_y));
	obs #(.N1(14)) obst4
	(.crossed(crossed[3]), .obs_state(obs_state[3]), .video_on(video_on), .reset(reset_n), .clk(clk), .pix_x(pixel_x), .pix_y(pixel_y), .x1(260), .y1(20), .x2(320), .y2(40), .rgb(rgb_obs3), .obs_on(obs_on3), .bull_x(bull_x), .bull_y(bull_y));
	obs #(.N1(13)) obst5
	(.crossed(crossed[4]), .obs_state(obs_state[4]), .video_on(video_on), .reset(reset_n), .clk(clk), .pix_x(pixel_x), .pix_y(pixel_y), .x1(340), .y1(20), .x2(400), .y2(40), .rgb(rgb_obs4), .obs_on(obs_on4), .bull_x(bull_x), .bull_y(bull_y));
	obs #(.N1(14)) obst6
	(.crossed(crossed[5]), .obs_state(obs_state[5]), .video_on(video_on), .reset(reset_n), .clk(clk), .pix_x(pixel_x), .pix_y(pixel_y), .x1(420), .y1(20), .x2(460), .y2(40), .rgb(rgb_obs5), .obs_on(obs_on5), .bull_x(bull_x), .bull_y(bull_y));
	obs #(.N1(13)) obst7
	(.crossed(crossed[6]), .obs_state(obs_state[6]), .video_on(video_on), .reset(reset_n), .clk(clk), .pix_x(pixel_x), .pix_y(pixel_y), .x1(480), .y1(20), .x2(540), .y2(40), .rgb(rgb_obs6), .obs_on(obs_on6), .bull_x(bull_x), .bull_y(bull_y));
	obs #(.N1(15)) obst8
	(.crossed(crossed[7]), .obs_state(obs_state[7]), .video_on(video_on), .reset(reset_n), .clk(clk), .pix_x(pixel_x), .pix_y(pixel_y), .x1(560), .y1(20), .x2(620), .y2(40), .rgb(rgb_obs7), .obs_on(obs_on7), .bull_x(bull_x), .bull_y(bull_y));
 	always @(*)
 		case({led1,led2})
 			2'b00: leds = 8'b00000000;
 			2'b11: leds = 8'b11111111;
 			2'b10: leds = 8'b11110000;
 			2'b01: leds = 8'b00001111;
 			default: leds = 8'b10101010;
 		endcase
	always @(posedge clk )
		if (pixel_tick)
			rgb_reg<=rgb_next;
	always @(*)
	begin
		if(~video_on)
			rgb_next = 3'b000;
		else if(gamewin)
			rgb_next = 3'b010;
		else if(gameover)
			rgb_next = 3'b100;
		else if (wall_on)
			rgb_next = rgb_wall;
		else if (obs_on)
			rgb_next = rgb_obs;
		else if(obs_on1)
			rgb_next = rgb_obs1;
		else if(obs_on2)
			rgb_next = rgb_obs2;
		else if(obs_on3)
			rgb_next = rgb_obs3;
		else if(obs_on4)
			rgb_next = rgb_obs4;
		else if(obs_on5)
			rgb_next = rgb_obs5;
		else if(obs_on6)
			rgb_next = rgb_obs6;
		else if(obs_on7)
			rgb_next = rgb_obs7;
		else
			rgb_next = 3'b000;
	end
	assign gamewin = &(~obs_state);
	assign gameover = |(crossed);
	assign  rgb = rgb_reg;
	assign  reset_n = ~reset | reset_soft;
endmodule
module sync
	(
		output h_sync,v_sync,video_on,p_tick,
		output [10:0] pixel_x,pixel_y,
		input clk,reset
	);
	localparam HD = 640;
	localparam HF = 48;
	localparam HB = 16;
	localparam HR = 96;
	localparam VD = 480;
	localparam VF = 10;
	localparam VB = 33;
	localparam VR = 2;
	reg mod2_reg;
	wire mod2_next;
	reg [10:0] h_counter_reg,h_counter_next;
	reg [10:0] v_counter_reg,v_counter_next;
	reg v_sync_reg,h_sync_reg;
	wire v_sync_next,h_sync_next;
	wire h_end,v_end,pixel_tick;
	always @(posedge clk, posedge reset)
	begin
		if(reset)
		begin
			mod2_reg <= 1'b0;
			v_counter_reg <= 0;
			h_counter_reg <= 0;
			v_sync_reg <= 1'b0;
			h_sync_reg <= 1'b0;
		end
		else
		begin
			mod2_reg <= mod2_next;
			v_counter_reg <= v_counter_next;
			h_counter_reg <= h_counter_next;
			v_sync_reg <= v_sync_next;
			h_sync_reg <= h_sync_next;
		end
	end
	assign mod2_next = ~mod2_reg;
	assign pixel_tick = mod2_reg;
	assign h_end = (h_counter_reg == (HD + HF + HB + HR - 1));
	assign v_end = (v_counter_reg == (VD + VF + VB + VR - 1));
	always @*
		if(pixel_tick)
			if(h_end)
				h_counter_next = 0;
			else
				h_counter_next = h_counter_reg + 1;
		else
			h_counter_next = h_counter_reg;
	always @*
		if(pixel_tick & h_end)
			if(v_end)
				v_counter_next = 0;
			else
				v_counter_next = v_counter_reg + 1;
		else
			v_counter_next = v_counter_reg;
	assign h_sync_next = (h_counter_reg >= (HD + HB) && h_counter_reg <= (HD + HB + HR - 1));
	assign v_sync_next = (v_counter_reg >= (VD + VB) && v_counter_reg <= (VD + VB + VR - 1));
	assign video_on = (h_counter_reg < HD) && (v_counter_reg < VD);
	assign h_sync = h_sync_reg;
	assign v_sync = v_sync_reg;
	assign pixel_x = h_counter_reg;
	assign pixel_y = v_counter_reg;
	assign p_tick = pixel_tick;
endmodule
module wall
  (
    input wire video_on,
    input wire reset,
    input clk,
    input wire [10:0] pix_x, pix_y,
    input wire ledleft, ledright, fire,
    output reg [2:0] rgb,
    output wire wall_on,
    output [10:0] bull_x_reg1, bull_y_reg1
    );
  	localparam [1:0] reset_s = 2'b00, idle = 2'b01, shoot = 2'b10;
    localparam MAX_X = 640;
    localparam MAX_Y = 480;
    localparam LWALL_L = 0;
    localparam LWALL_R = 2;
    localparam RWALL_L = 637;
    localparam RWALL_R = 639;
    localparam TWALL_L = 0;
    localparam TWALL_R = 2;
    localparam BWALL_L = 477;
    localparam BWALL_R = 479;
    localparam BALL_T = 465;
    localparam BALL_B = 477;
    localparam BALL_SIZE = 10;
    localparam BALL_V = 2;
    localparam BULL_T = BALL_T - 1;
    localparam BULL_SIZE = 4;
    localparam BULL_V = 2;
    wire lwall, rwall, twall, bwall, ball, bull;
    wire [2:0] lrgb, rrgb, trgb, brgb, ballrgb, bullrgb;
    wire frame_tick;
    wire [10:0] ball_x_l, ball_x_r;
    reg [10:0] ball_x_reg, ball_x_next;
    wire [10:0] bull_x_l, bull_x_r, bull_y_t, bull_y_b;
    reg [1:0] bull_state_next, bull_state_reg;
    reg [10:0] bull_x_reg, bull_y_reg;
    reg [10:0] bull_x_next, bull_y_next;
    wire d_collision;
    reg bull_show;                           
    assign lwall = (LWALL_L<=pix_x) && (pix_x<=LWALL_R);
    assign rwall = (RWALL_L<=pix_x) && (pix_x<=RWALL_R);
    assign twall = (TWALL_L<=pix_y) && (pix_y<=TWALL_R);
    assign bwall = (BWALL_L<=pix_y) && (pix_y<=BWALL_R);
    assign frame_tick = (pix_y==11'd481) && (pix_x==11'd0);
    assign ball_x_l = ball_x_reg;
    assign ball_x_r = ball_x_l + BALL_SIZE - 1;
    assign  ball = (BALL_T<=pix_y) && (pix_y<=BALL_B) && (ball_x_l<=pix_x) && (pix_x<=ball_x_r);
    assign bull_x_l =  bull_x_reg + 3;
    assign bull_x_r = bull_x_l + BULL_SIZE - 1;
    assign bull_y_b = bull_y_reg;
    assign bull_y_t = bull_y_b - BULL_SIZE - 1;
    assign bull = (bull_y_t<=pix_y) && (pix_y<=bull_y_b) && (bull_x_l<=pix_x) && (pix_x<=bull_x_r);
    assign wall_on = lwall | rwall | twall | bwall | ball | bull;  
    assign bull_x_reg1 = bull_x_reg;
    assign bull_y_reg1 = bull_y_reg;
    always @(*)
    begin
    	if (frame_tick)
    		if( (~ledright) && (ball_x_r < MAX_X - BALL_SIZE) )
    			ball_x_next = ball_x_reg + BALL_V;
    		else if( (~ledleft) && (ball_x_l > BALL_V) )
    			ball_x_next = ball_x_reg - BALL_V;
    		else
    			ball_x_next = ball_x_reg;
    	else
    		ball_x_next = ball_x_reg;
    end
    always @(posedge clk)
        if(reset)
        begin
            ball_x_reg <= 315;
        end
        else if(frame_tick)
        begin
            ball_x_reg <= ball_x_next;
        end
    always @(posedge clk)
        if(reset)           bull_state_reg <= idle;
        else                bull_state_reg <= bull_state_next;
    always @(posedge clk)
        if(reset)           bull_x_reg <= 318;
        else                bull_x_reg <= bull_x_next;
    always @(posedge clk)
        if(reset)           bull_y_reg <= BULL_T;
        else                bull_y_reg <= bull_y_next;
    assign d_collision = (bull_y_reg <= 10)?1'b1:1'b0;
    always @*
    begin
        bull_state_next = bull_state_reg;
        bull_x_next = ball_x_l;
        bull_y_next = bull_y_reg;
        case(bull_state_reg)
            idle:
            begin
                if(~fire)
                    bull_state_next = shoot;
                    bull_show = 1'b0;
            end
            reset_s:
            begin
                bull_y_next = BULL_T;
                bull_state_next = idle;
                bull_show = 1'b0;
            end
            shoot:
            begin
                bull_x_next = bull_x_reg;
                bull_y_next = (frame_tick)? bull_y_reg - BULL_V : bull_y_reg;
                bull_show = 1'b1;
                if(d_collision)
                    bull_state_next = reset_s;
            end
            default:
            begin
                bull_show = 1'b0;
                bull_state_next = bull_state_reg;
                bull_x_next = ball_x_l;
                bull_y_next = bull_y_reg;
            end
        endcase
    end
    assign ballrgb = 3'b110;
    assign bullrgb = 3'b100;
    assign lrgb = 3'b111;
    assign rrgb = 3'b111;
    assign trgb = 3'b111;
    assign brgb = 3'b111;
    always @*
    	if(~video_on)
    		rgb = 3'b000;
    	else if(lwall)
    			rgb = lrgb;
    	else if(rwall)
    			rgb = rrgb;
    	else if(twall)
    			rgb = trgb;
    	else if(bwall)
    			rgb = brgb;
    	else if(ball)
    			rgb = ballrgb;
    	else if(bull && bull_show) 
    		begin
    			rgb = bullrgb;
    		end
    	else
    	 	rgb = 3'b000;
endmodule
</file>
==> impl_metrics.ini <==
; synthesis and place-and-route metrics
[sta]
max_slew.worst_pin.slew_ps = 895
period_needed_ps = 3750
fin_crit_sh_pct = 91.4
slew_headroom_pct = 38.8
finalSetupTns_ps = 0
rsz0062_at_grt = no
setup_violations = 0
hold_viol = 0
slew_viol_final = 0
final.setup_skew_ps = 27.2
hold_slack_ps = 465
timing.fmax_mhz = 267

[cts]
cts.clk_slew.worst_paths_ps = 60
clockBufferDepth = 3
ctsResizeCount = 0
insertion_delay_ps = 610
htreeDepth = 1
cts_buffers = 30
cts_sinks = 232
cts_hold_buf = 0
post_cts_buffers = 0
ctsRootBufferMaster = clkbuf_16
cts_tree = built

[synth]
netlist_instances = 2670
simple_gate_share_pct = 20.6
ys_top_logic_family = adder cells
ys_area_mm2 = 0.0220
avgSynthCellArea_um2 = 8.23
topCellsByArea = ha_1 (26%), dfxtp_1 (19%), xnor2_1 (6.5%)
yosysTopAreaCellShare_pct = 26.2
yosys_warnings = 39
async_flop_share_pct = 10.8
synthFlopType = dfxtp_1
synth.distinct_cells = 74
ys_top_cells_by_count = ha_1 (461), nor2_1 (258), dfxtp_1 (204)
yosys_cells = 2670
yosys.stat.seqShare_pct = 21.8
yosys.area.top_type = ha_1
syn_area_mm2 = 0.0220
ys_ff = 232
ys_sh_xor_pct = 11.4
adder_share_pct = 26.2
synth_top_cell_by_count = ha_1
edf_count = 3
synthAoiAreaFrac_pct = 15.4
mux_area_share_pct = 0.956

[floorplan]
fp_util_pct = 30.5
die_h_um = 273
dieWidth_um = 273
coreArea_mm2 = 0.0720
die_area_mm2 = 0.0743
io_pins = 18
num_rows = 98

[critical_path]
r2r_cells = 18
max_stage_delay_ps = 480
start_kind = register
crit_arrival_ps = 4100
crit_chain = inv_1, ha_1, nor2_1, xor2_1, nand3_1, nor3_1, nand2_1, nor3_1, xnor2_1, ha_1, nand4_1, nor2_1, a21oi_1, a22oi_1, a211oi_1, a21oi_1, o21ai_0, a21boi_0
cp_slowest_cell = dfxtp_1
reg2reg_to = rgb_reg[1]
startpoint = wallins.bull_x_reg[0]
worstSetupPathType = register to register
r2r_start = wallins.bull_x_reg[0]
rrSetupSlack_ps = 350
required_ps = 4450
cp-end-kind = register
path_max_fanout = 7
endpoint = rgb_reg[1]

[power_and_ir_drop]
p_leak_nw = 9.89
p_int_mw = 3.93
clkPwrFrac_pct = 54.7
p_sw_share_pct = 22.1
seq_power_share_pct = 44.9
p_switching_mw = 1.12
combinationalPowerShare_pct = 0.4
p_per_area_mw_per_mm2 = 205
vdd_drop_max_uv = 302

[final_layout]
largest_register_ffs = 51
syn2layout_area_growth_pct = 11.8
post-route-util_pct = 34.1
final_layout_size_suffix_gt1_share_pct = 5.03
layoutNonFillerInstCount = 3673
fillers = 7392

[run]
tool_warnings = 101
maxCapViolCount = 0

[route]
drt_pass1_iterations = 5
drt-initial-drc-count = 1401
n_antenna_cell = 0
ant_nets = 0
wire_per_inst_um = 18.9
dr_total_vias = 19400
drc = 0
wl_um = 69400
via_per_inst = 5.29

[grt]
antenna_found_initial = 0
grt_max_degree = 77
overflow = 0
grt_pass1_wl_um = 108000
grt_use_total_pct = 19.1
grt_pass1_vias = 17900

[run_status]
outcome = finished, final reports clean

[place]
io_buffer_count = 17
place.gp.congestion = 0.998
dp_hpwl_um = 51300
dp.cells = 3618

[hold_path]
hp-class = register to register
-- worst max-delay path, delay by kind of cell, from the launching register on --
kind | cells | cell delay [ps]
AND-OR/OR-AND | 6 | 860
XOR/XNOR | 2 | 490
adder cells (fa/ha/maj) | 2 | 530
buffers and inverters | 1 | 140
flip-flops | 1 | 480
AND/OR/NAND/NOR | 7 | 980
-- layout make-up --
cell class              count  area (µm²)  share of cell area, %
multi-input cells        2238       16400                   66.8
flip-flops and latches    232        4800                   19.5
well taps                 950        1190                   4.84
clock buffers              42         900                   3.66
repair buffers             90         743                   3.02
inverters                 108         405                   1.65
clock inverters            13         133                  0.540
-- worst min path at each step --
stage                  start              to  slack, ps  cells past startpoint
finish         rese.count[0]   rese.count[0]        460                      1
CTS            rese.count[0]   rese.count[0]        460                      1
global route  rese.count[46]  rese.count[46]        500                      1
-- stage by stage --
| step | area (µm²) | setup WS (ps) | total power, mW |
|---|---|---|---|
| 2_1_floorplan | 22000 | 856 | 2.32 |
| 3_3_place_gp | 23500 | 446 | 2.33 |
| 3_5_place_dp | 23500 | 402 | 2.33 |
| 4_1_cts | 24600 | 374 | 5.12 |
| 5_1_grt | 24600 | 44.9 | 5.22 |
| 6_report | 24600 | 352 | 5.04 |
-- logic make-up after synthesis --
logic type	Yosys count
fa+ha+maj	461
compound gates	546
flops	232
buf+inv	200
simple gates	924
mux	21
xor+xnor	286
-- layout by cell type (no fill, tap or decap), types with 6 or more instances in the layout --
cell,synthesis,layout
clkdlybuf4s50_1,0,17
o21ai_0,134,134
nor3b_1,12,12
nand2b_1,12,12
o2111ai_1,14,14
inv_1,106,106
nor2b_1,23,23
buf_4,7,71
clkbuf_16,0,33
xor2_1,122,122
nor2_1,258,258
or3_1,40,40
mux2i_1,21,21
and2_1,7,7
a21oi_1,190,190
a2111oi_0,9,6
a211o_1,7,7
nor3_1,65,65
o21a_1,24,24
and4_1,7,7
a211oi_1,27,27
nand3b_1,7,7
a21o_1,30,30
nand4_1,94,94
or4_1,8,8
o22ai_1,6,6
and3_1,26,26
o41ai_1,7,6
nor4_1,36,36
dfrtp_1,25,25
xnor2_1,164,164
o211ai_1,19,19
o21bai_1,9,9
a31oi_1,12,12
dfxtp_1,204,204
a221oi_1,7,7
nand2_1,203,203
ha_1,461,461
o31ai_1,6,6
nand3_1,110,110
-- power by group through the flow --
stage | Sequential [mW] | Clock [mW] | Combinational (mW)
after CTS | 2.26 | 2.83 | 0.0199
after global routing | 2.26 | 2.93 | 0.0217
final | 2.26 | 2.76 | 0.0198
-- layer usage --
layer  global-route usage [%]  part of all wire, %  vias up  wire (µm)
met3                     3.70                  8.3      184       5740
met5                        0                    0        -          0
li1                         -                    -     9779          -
met2                     27.8                   40      619      28100
met1                     28.1                   46     8834      32200
met4                     7.01                  5.0        0       3480
Power is estimated from default activity; no workload was simulated.
